### flow/run.sh
#!/bin/bash
# OpenROAD 26Q1-2900-gdf79404cd8, Yosys 0.63+post, stock flow scripts
make -C /OpenROAD-flow-scripts/flow DESIGN_CONFIG=/design/flow/config.mk WORK_HOME=/design/flow/orfs finish
### flow/design.v
package alu_opcodes_pkg;
parameter ALU_OP_WIDTH = 5;
parameter ALU_ADD  = 5'b00000;
parameter ALU_SUB  = 5'b01000;
parameter ALU_XOR  = 5'b00100;
parameter ALU_OR   = 5'b00110;
parameter ALU_AND  = 5'b00111;
parameter ALU_SRA  = 5'b01101;
parameter ALU_SRL  = 5'b00101;
parameter ALU_SLL  = 5'b00001;
parameter ALU_LTS  = 5'b11100;
parameter ALU_LTU  = 5'b11110;
parameter ALU_GES  = 5'b11101;
parameter ALU_GEU  = 5'b11111;
parameter ALU_EQ   = 5'b11000;
parameter ALU_NE   = 5'b11001;
parameter ALU_SLTS = 5'b00010;
parameter ALU_SLTU = 5'b00011;
endpackage
package csr_pkg;
  localparam CSR_RW          = 3'b001;
  localparam CSR_RS          = 3'b010;
  localparam CSR_RC          = 3'b011;
  localparam CSR_RWI         = 3'b101;
  localparam CSR_RSI         = 3'b110;
  localparam CSR_RCI         = 3'b111;
  localparam MIE_ADDR        = 12'h304;
  localparam MTVEC_ADDR      = 12'h305;
  localparam MSCRATCH_ADDR   = 12'h340;
  localparam MEPC_ADDR       = 12'h341;
  localparam MCAUSE_ADDR     = 12'h342;
endpackage
module uart_tx (
        input  logic            clk_i,
        input  logic            rst_i,
        output logic            tx_o,
        output logic            busy_o,
        input  logic [16:0]     baudrate_i,
        input  logic            parity_en_i,
        input  logic            stopbit_i,
        input  logic [7:0]      tx_data_i,
        input  logic            tx_valid_i
        );
    logic rstn_i;
    logic            cfg_en_i;
    logic [1:0]      cfg_bits_i;
    logic [15:0]     cfg_div_i;
    logic            tx_ready_o;
    assign rstn_i = !rst_i;
    assign cfg_en_i   = 1'b1;
    assign cfg_bits_i = 2'd3;
    always_comb begin
        case(baudrate_i)
            17'd9600  : cfg_div_i = 15'd1041;
            17'd19200 : cfg_div_i = 15'd520;
            17'd38400 : cfg_div_i = 15'd259;
            17'd57600 : cfg_div_i = 15'd173;
            17'd115200: cfg_div_i = 15'd86;
            default   : cfg_div_i = 15'd1041;
        endcase
    end
    enum logic [2:0] {IDLE,START_BIT,DATA,PARITY,STOP_BIT_FIRST,STOP_BIT_LAST} CS,NS;
    logic [7:0]  reg_data;
    logic [7:0]  reg_data_next;
    logic [2:0]  reg_bit_count;
    logic [2:0]  reg_bit_count_next;
    logic [2:0]  s_target_bits;
    logic        parity_bit;
    logic        parity_bit_next;
    logic        sampleData;
    logic [15:0] baud_cnt;
    logic        baudgen_en;
    logic        bit_done;
    assign busy_o = (CS != IDLE);
    always_comb
    begin
        case(cfg_bits_i)
            2'b00:
                s_target_bits = 3'h4;
            2'b01:
                s_target_bits = 3'h5;
            2'b10:
                s_target_bits = 3'h6;
            2'b11:
                s_target_bits = 3'h7;
        endcase
    end
    always_comb
    begin
        NS = CS;
        tx_o = 1'b1;
        sampleData = 1'b0;
        reg_bit_count_next  = reg_bit_count;
        reg_data_next = {1'b1,reg_data[7:1]};
        tx_ready_o = 1'b0;
        baudgen_en = 1'b0;
        parity_bit_next = parity_bit;
        case(CS)
            IDLE:
            begin
                if (cfg_en_i)
                    tx_ready_o = 1'b1;
                if (tx_valid_i)
                begin
                    NS = START_BIT;
                    sampleData = 1'b1;
                    reg_data_next = tx_data_i;
                end
            end
            START_BIT:
            begin
                tx_o = 1'b0;
                parity_bit_next = 1'b0;
                baudgen_en = 1'b1;
                if (bit_done)
                    NS = DATA;
            end
            DATA:
            begin
                tx_o = reg_data[0];
                baudgen_en = 1'b1;
                parity_bit_next = parity_bit ^ reg_data[0];
                if (bit_done)
                begin
                    if (reg_bit_count == s_target_bits)
                    begin
                        reg_bit_count_next = 'h0;
                        if (parity_en_i)
                        begin
                            NS = PARITY;
                        end
                        else
                        begin
                            NS = STOP_BIT_FIRST;
                        end
                    end
                    else
                    begin
                        reg_bit_count_next = reg_bit_count + 1;
                        sampleData = 1'b1;
                    end
                end
            end
            PARITY:
            begin
                tx_o = parity_bit;
                baudgen_en = 1'b1;
                if (bit_done)
                    NS = STOP_BIT_FIRST;
            end
            STOP_BIT_FIRST:
            begin
                tx_o = 1'b1;
                baudgen_en = 1'b1;
                if (bit_done)
                begin
                    if (stopbit_i)
                        NS = STOP_BIT_LAST;
                    else
                        NS = IDLE;
                end
            end
            STOP_BIT_LAST:
            begin
                tx_o = 1'b1;
                baudgen_en = 1'b1;
                if (bit_done)
                begin
                    NS = IDLE;
                end
            end
            default:
                NS = IDLE;
        endcase
    end
    always_ff @(posedge clk_i or negedge rstn_i)
    begin
        if (rstn_i == 1'b0)
        begin
            CS             <= IDLE;
            reg_data       <= 8'hFF;
            reg_bit_count  <=  'h0;
            parity_bit     <= 1'b0;
        end
        else
        begin
            if(bit_done)
            begin
                parity_bit <= parity_bit_next;
            end
            if(sampleData)
            begin
                reg_data <= reg_data_next;
            end
            reg_bit_count  <= reg_bit_count_next;
            if(cfg_en_i)
               CS <= NS;
            else
               CS <= IDLE;
        end
    end
    always_ff @(posedge clk_i or negedge rstn_i)
    begin
        if (rstn_i == 1'b0)
        begin
            baud_cnt <= 'h0;
            bit_done <= 1'b0;
        end
        else
        begin
            if(baudgen_en)
            begin
                if(baud_cnt == cfg_div_i)
                begin
                    baud_cnt <= 'h0;
                    bit_done <= 1'b1;
                end
                else
                begin
                    baud_cnt <= baud_cnt + 1;
                    bit_done <= 1'b0;
                end
            end
            else
            begin
                baud_cnt <= 'h0;
                bit_done <= 1'b0;
            end
        end
    end
endmodule
module uart_tx_sb_ctrl(
  input  logic        clk_i,
  input  logic        rst_i,
  input  logic [31:0] addr_i,
  input  logic        req_i,
  input  logic [31:0] write_data_i,
  input  logic        write_enable_i,
  output logic [31:0] read_data_o,
  output logic         tx_o
    );
    logic busy;
    logic [16:0] baudrate;
    logic parity_en;
    logic stopbit;
    logic [7:0] data;
    logic valid_tx;
    logic rst_valid;
    logic rst;
    logic  busy_o;
    logic write_req;
    logic read_req;
    logic is_rst_addr;
    logic busy_read;
    logic [7:0] data_reg;
    uart_tx tx_inst(
      .clk_i(clk_i),
      .rst_i(rst),
      .tx_o(tx_o),
      .busy_o(busy_o),
      .baudrate_i(baudrate),
      .parity_en_i(parity_en),
      .stopbit_i(stopbit),
      .tx_data_i(data_reg),
      .tx_valid_i(valid_tx)
    );
    assign write_req = req_i & write_enable_i;
    assign read_req = ~write_enable_i & req_i;
    assign rst = rst_i | (write_req & addr_i == 32'h24 & rst_valid);
  always_ff @(posedge clk_i) begin
    if (rst) begin
            baudrate = 32'h9600;
            parity_en = 1'h1;
            stopbit = 1'h1;
            data <= 8'b0;
        end
    else if (~busy & write_req) begin 
        case (addr_i) 
          32'h00: data <= write_data_i[7:0];
          32'h0c: baudrate <= write_data_i[16:0];
          32'h10: parity_en <= write_data_i[0];
          32'h14: stopbit <= write_data_i[0]; 
        endcase
    end
    end
    always_ff @(posedge clk_i) begin
      if (read_req) begin
      case (addr_i)
          32'h00: read_data_o <= data;
          32'h04: read_data_o <= valid_tx;
          32'h08: read_data_o <= busy;
          32'h0c: read_data_o <= baudrate;
          32'h10: read_data_o <= parity_en;
          32'h14: read_data_o <= stopbit;
         default: read_data_o <= read_data_o;
      endcase
      end
      else read_data_o <= 0;
    end
   always_ff @(posedge clk_i)
    begin
      if (rst)
        begin
            busy <= 1'b0;
        end
      else begin
        busy <= busy_o;
      end
    end
    always_comb begin
     if (write_data_i == 32'd1 & write_req) rst_valid = 1;
     else rst_valid = 0;
    end
    always_ff @(posedge clk_i)
    begin
       if (~busy & addr_i == 32'h0)
          data_reg <= data;
       else
          data_reg <= 0;
    end
    always_comb begin
      if (rst) valid_tx <= 1'b0;
      else if (addr_i == 32'h00 & write_req & ~busy)
         valid_tx <= '1;
      else
         valid_tx <= '0;
    end
endmodule
### flow/config.mk
export PLATFORM = sky130hd
export DESIGN_NAME = uart_tx_sb_ctrl
export DESIGN_NICKNAME = uart_tx_sb_ctrl
export VERILOG_FILES = /design/flow/design.v
export SDC_FILE = /design/flow/constraint.sdc
export NUM_CORES = 4
export LEC_CHECK = 1
export CORE_UTILIZATION = 30
### flow/constraint.sdc
current_design uart_tx_sb_ctrl

set clk_period 3.8
set clk_io_pct 0.2

create_clock -name clk0 -period $clk_period [get_ports {clk_i}]

set non_clock_inputs [all_inputs -no_clocks]
set_input_delay [expr $clk_period * $clk_io_pct] -clock clk0 $non_clock_inputs
set_output_delay [expr $clk_period * $clk_io_pct] -clock clk0 [all_outputs]
==> COMMIT_EDITMSG <==
Add synthesis and place-and-route results

- Final Wtd Congestion: 0.884
* Endpoint required time on the critical path: about 4 ns
- Maximum clock frequency: ~0.33 GHz
* Clk buf depth: 2
- The largest registers in the layout are baudrate: 17 flops, read_data_o: 17 flops.
* Placeable core area: approximately 14,000 um2
- Cell chain of the critical path: clkdlybuf4s50_1 -> nor4_1 -> nand4_1 -> or4_1 -> or3_1 -> nand2_1 -> a21oi_1
- Async set-or-reset flop fraction in the synthesized netlist: 37.6%
- The area growth from synthesis to layout is 29.3%.
* Row Count: between 40 and 50
* Grt ovf: 0
- Synthesis inferred roughly 85 register bits.
- Cell type with the highest aggregate area in the netlist: dfxtp_1
* Source of the critical timing path: addr_i[25]
- In this run the number of H-tree levels came out at 3.
- On the worst setup and hold paths after CTS, the clock-pin slew comes to ~0.060 ns.
- Endpoint of the worst-slack reg-to-reg timing path: tx_inst.baud_cnt[3]
- Final non-filler cell total: 746
- The buffer_ports step reported a buffer count of approximately 85.
* Setup TNS: 0 ns
- The routed design uses between 4000 and 5000 um of met2 wire.
- Lkg Pwr: 2.20 nW
- Initial core utilization: between 30 and 40%
- Unrepaired setup endpoints after global routing: false
- Hold buffer count at CTS: 0
- R2r startpoint: baudrate[4]
- Number of clock sinks: about 85
* Fraction of post-synthesis cell area in the top cell type by area: 25.0%
- The routed design ends up with an antenna cell count of 0.
* Count of flip-flops with a built-in enable after synthesis: 0
* Startpoint type of the worst setup path: input pin
- Combined area of all synthesized cells: ~4200 um2
* Reg2Reg Setup Slack: about 1.1 ns
- The flow ran to the end, and the final reports show no timing, DRC or antenna violations.
- The worst setup path is captured at a register.
- First-pass GRT wire length: roughly 19,000 um
* DRC violations left: 0
- The die is between 100 and 150 um tall.
* Synthesis area per yosys: roughly 4200 um2
- STA on the placed design reports a worst setup slack of between 0.3 and 0.4 ns.
- Worst path arrival time: between 3 and 4 ns
- Worst Setup Slack, final: 0.735 ns
- By area the synthesized netlist is led by dfxtp_1, dfrtp_1, nand2_1.
- Looking at the setup timing report, the critical path kind is in2reg.
- Clock latency at the later pin of the worst-skew pair: about 0.33 ns
- TritonCTS built the clock tree.
* Die area: roughly 15,000 um2
- After technology mapping, the gate count stands at between 400 and 500.
- The worst-case max-slew headroom was logged as between 50% and 60%.
* Via count of the routed design: 3,769
- The timing report shows that the slowest cell on the worst path is or3_1.
- The placement stage leaves a total instance area of ~5200 um2.
- Max-capacitance violation count: 0
* Count of tool warnings: 25
- Wires add up to approximately 11,000 um.
* Worst clock skew: 0.00716 ns
- Final tally of setup violations: 0
* Fraction of the cycle the final worst path needs: ~81%
* Least-Margin Pin Slew: about 0.74 ns
- Summed over all routing layers, the global router reports a total usage of 16.1%.
* Count of pins on the block boundary: around 100
* Ratio of cells with drive above 1 in the final layout: 7.24%
- Total power normalized to cell area comes to ~370 nW/um2.
- Maximum fanout along the worst path: 17
- DRC marker count from the first detailed-route iteration: 171
* Yosys Warn Count: 2
* Chip Width: approximately 120 um
* Maximum VDD drop: ~0.18 mV
* Number of antenna violations at the first check in global routing: 0
- The report lists the number of cells resized after CTS as 0.
- Subtracting the final worst setup slack from the clock period gives roughly 3 ns.
- Number of clock buffers inserted by TritonCTS: 9
- Per the post-route antenna check, the number of violating nets is 0.
- Per the detail_route log, the uppermost layer with routed signals is met4.
* Maximum number of pins on one net before global-route repair: 33
- Final Hold Vio Count: 0
- Final standard cell area without fillers: between 5000 and 6000 um2
- Cell variety after synth: about 60
- Detailed routing placed a total of around 470 um of wire on met3.
* HP Class: reg2reg
- Via density per instance: 5.05
- Detailed placement finished with a half-perimeter wire length of between 8000 and 9000 um.
* Number of max-slew violations in the final report: 0
* Number of setup buffers added after CTS: 0
* Vias in the first global route: roughly 3.6k
* Wire length per cell: approximately 15 um
- The critical path ends at baudrate[8].
* Slowest Stage Delay on Critical Path: 0.68 ns
* Seq share, synth: ~44%
* Post-synthesis area per instance: ~8.8 um2
* Wire length the detailed router placed on met1: between 5000 and 6000 um
- Post-synth top flop: dfxtp_1
- The number of placed instances, taps included, is 730.
* First-pass DRT Iterations: 5
- Worst Reg-to-Reg Cells: 7
* Clock tree root driver cell: clkbuf_16
- Cell count listed in synth_stat.txt: roughly 480
==> layout make-up <==
type | count | area, um2
clock inverters | 4 | 23.8
inverters | 7 | 26.3
flip-flops and latches | 85 | 1870
multi-input cells | 364 | 2180
repair buffers | 94 | 918
fillers | 1325 | 8330
clock buffers | 12 | 246
well taps | 180 | 225
==> worst max-delay path: cells and delay by family <==
kind / cells / cell delay [ns]
and+or+nand+nor: 5 / 2.01
buffers and inverters: 1 / 0.41
AOI/OAI and AO/OA: 1 / 0.07
==> synthesized netlist by cell type (11+ instances only) <==
library cell,instances
nand2_1,61
dfxtp_1,53
nor2_1,43
dfrtp_1,24
clkbuf_1,23
a21oi_1,22
nor3_1,21
nor4_1,21
buf_4,16
a211oi_1,14
and3_1,14
mux2i_1,11
o21ai_0,11
==> metrics by stage <==
step                util, %  total power [mW]  hold slack (ns)
global route           39.7              2.14            0.446
global placement       37.8              1.25            0.396
detailed placement     37.8              1.26            0.398
CTS                    39.7              2.06            0.406
finish                 39.7              2.04            0.406
floorplan                 -              1.15            0.387
==> cell families after synthesis <==
group           synth area share, %
compound gates                 16.4
simple gates                   27.3
flops                          44.1
other cells                  0.0883
buf+inv                        5.95
fa+ha+maj                     0.883
mux                            2.86
xor+xnor                       2.47
==> cell usage in the layout (no fill, tap or decap), drive strengths merged, types with 7 or more instances in the layout <==
cell type / n
a211oi: 14
a21o: 9
a21oi: 22
a221oi: 7
a22o: 7
a22oi: 9
and3: 14
buf: 9
clkbuf: 12
clkdlybuf4s50: 85
conb: 15
dfrtp: 24
dfstp: 8
dfxtp: 53
inv: 7
mux2i: 11
nand2: 61
nand2b: 9
nand3: 9
nand4: 9
nor2: 43
nor3: 22
nor4: 21
o21ai: 12
xor2: 9
==> metal layers <==
layer | vias up | global-route usage (%)
li1 | 1897 | -
met1 | 1762 | 24.3
met2 | 96 | 24.9
met3 | 14 | 2.59
met4 | 0 | 3.24
met5 | - | 0
==> how the worst min path moves through the flow <==
stage / startpoint / endpoint / cells past startpoint
4_1_cts: data_reg[7] / tx_inst.reg_data[7] / 2
5_1_grt: data_reg[7] / tx_inst.reg_data[7] / 2
6_report: data_reg[7] / tx_inst.reg_data[7] / 2
==> power breakdown <==
part / switching, mW / leakage (nW) / internal [mW]
registers: 0.0731 / 0.824 / 0.935
logic: 0.100 / 1.25 / 0.135
clock network: 0.342 / 0.126 / 0.458
Power figures rest on the tool's default switching activity, not on a simulated workload.
