[flow/design.v]
package alu_opcodes_pkg;
parameter ALU_OP_WIDTH = 5;
parameter ALU_ADD  = 5'b00000;
parameter ALU_SUB  = 5'b01000;
parameter ALU_XOR  = 5'b00100;
parameter ALU_OR   = 5'b00110;
parameter ALU_AND  = 5'b00111;
parameter ALU_SRA  = 5'b01101;
parameter ALU_SRL  = 5'b00101;
parameter ALU_SLL  = 5'b00001;
parameter ALU_LTS  = 5'b11100;
parameter ALU_LTU  = 5'b11110;
parameter ALU_GES  = 5'b11101;
parameter ALU_GEU  = 5'b11111;
parameter ALU_EQ   = 5'b11000;
parameter ALU_NE   = 5'b11001;
parameter ALU_SLTS = 5'b00010;
parameter ALU_SLTU = 5'b00011;
endpackage
package csr_pkg;
  localparam CSR_RW          = 3'b001;
  localparam CSR_RS          = 3'b010;
  localparam CSR_RC          = 3'b011;
  localparam CSR_RWI         = 3'b101;
  localparam CSR_RSI         = 3'b110;
  localparam CSR_RCI         = 3'b111;
  localparam MIE_ADDR        = 12'h304;
  localparam MTVEC_ADDR      = 12'h305;
  localparam MSCRATCH_ADDR   = 12'h340;
  localparam MEPC_ADDR       = 12'h341;
  localparam MCAUSE_ADDR     = 12'h342;
endpackage
module uart_rx (
        input  logic            clk_i,
        input  logic            rst_i,
        input  logic            rx_i,
        output logic            busy_o,
        input  logic [16:0]     baudrate_i,
        input  logic            parity_en_i,
        input  logic            stopbit_i,
        output logic [7:0]      rx_data_o,
        output logic            rx_valid_o
    );
    logic rx_ready_i;
    logic cfg_en_i;
    logic [1:0] cfg_bits_i;
    logic rstn_i;
    logic [15:0] cfg_div_i;
    always_comb begin
        case(baudrate_i)
            17'd9600  : cfg_div_i = 15'd1041;
            17'd19200 : cfg_div_i = 15'd520;
            17'd38400 : cfg_div_i = 15'd259;
            17'd57600 : cfg_div_i = 15'd173;
            17'd115200: cfg_div_i = 15'd86;
            default   : cfg_div_i = 15'd1041;
        endcase
    end
    assign rstn_i = !rst_i;
    assign rx_ready_i = 1'b1;
    assign cfg_en_i   = 1'b1;
    assign cfg_bits_i = 2'd3;
    enum logic [2:0] {IDLE,START_BIT,DATA,SAVE_DATA,PARITY,STOP_BIT} CS, NS;
    logic [7:0]  reg_data;
    logic [7:0]  reg_data_next;
    logic [2:0]  reg_rx_sync;
    logic [2:0]  reg_bit_count;
    logic [2:0]  reg_bit_count_next;
    logic [2:0]  s_target_bits;
    logic        parity_bit;
    logic        parity_bit_next;
    logic        sampleData;
    logic [15:0] baud_cnt;
    logic        baudgen_en;
    logic        bit_done;
    logic        start_bit;
    logic        set_error;
    logic        s_rx_fall;
    assign busy_o = (CS != IDLE);
    always_comb
    begin
        case(cfg_bits_i)
            2'b00:
                s_target_bits = 3'h4;
            2'b01:
                s_target_bits = 3'h5;
            2'b10:
                s_target_bits = 3'h6;
            2'b11:
                s_target_bits = 3'h7;
        endcase
    end
    always_comb
    begin
        NS = CS;
        sampleData = 1'b0;
        reg_bit_count_next  = reg_bit_count;
        reg_data_next = reg_data;
        rx_valid_o = 1'b0;
        baudgen_en = 1'b0;
        start_bit  = 1'b0;
        parity_bit_next = parity_bit;
        set_error  = 1'b0;
        case(CS)
            IDLE:
            begin
                if (s_rx_fall)
                begin
                    NS = START_BIT;
                    baudgen_en = 1'b1;
                    start_bit  = 1'b1;
                end
            end
            START_BIT:
            begin
                parity_bit_next = 1'b0;
                baudgen_en = 1'b1;
                start_bit  = 1'b1;
                if (bit_done)
                    NS = DATA;
            end
            DATA:
            begin
                baudgen_en = 1'b1;
                parity_bit_next = parity_bit ^ reg_rx_sync[2];
                case(cfg_bits_i)
                    2'b00:
                        reg_data_next = {3'b000,reg_rx_sync[2],reg_data[4:1]};
                    2'b01:
                        reg_data_next = {2'b00,reg_rx_sync[2],reg_data[5:1]};
                    2'b10:
                        reg_data_next = {1'b0,reg_rx_sync[2],reg_data[6:1]};
                    2'b11:
                        reg_data_next = {reg_rx_sync[2],reg_data[7:1]};
                endcase
                if (bit_done)
                begin
                    sampleData = 1'b1;
                    if (reg_bit_count == s_target_bits)
                    begin
                        reg_bit_count_next = 'h0;
                        NS = SAVE_DATA;
                    end
                    else
                    begin
                        reg_bit_count_next = reg_bit_count + 1;
                    end
                end
            end
            SAVE_DATA:
            begin
                baudgen_en = 1'b1;
                rx_valid_o = 1'b1;
                if(rx_ready_i)
                    if (parity_en_i)
                        NS = PARITY;
                    else
                        NS = STOP_BIT;
            end
            PARITY:
            begin
                baudgen_en = 1'b1;
                if (bit_done)
                begin
                    if(parity_bit != reg_rx_sync[2])
                        set_error = 1'b1;
                    NS = STOP_BIT;
                end
            end
            STOP_BIT:
            begin
                baudgen_en = 1'b1;
                if (bit_done)
                begin
                    NS = IDLE;
                end
            end
            default:
                NS = IDLE;
        endcase
    end
    always_ff @(posedge clk_i or negedge rstn_i)
    begin
        if (rstn_i == 1'b0)
        begin
            CS             <= IDLE;
            reg_data       <= 8'hFF;
            reg_bit_count  <=  'h0;
            parity_bit     <= 1'b0;
        end
        else
        begin
            if(bit_done)
                parity_bit <= parity_bit_next;
            if(sampleData)
                reg_data <= reg_data_next;
            reg_bit_count  <= reg_bit_count_next;
            if(cfg_en_i)
               CS <= NS;
            else
               CS <= IDLE;
        end
    end
    assign s_rx_fall = ~reg_rx_sync[1] & reg_rx_sync[2];
    always_ff @(posedge clk_i or negedge rstn_i)
    begin
        if (rstn_i == 1'b0)
            reg_rx_sync <= 3'b111;
        else
        begin
            if (cfg_en_i)
                reg_rx_sync <= {reg_rx_sync[1:0],rx_i};
            else
                reg_rx_sync <= 3'b111;
        end
    end
    always_ff @(posedge clk_i or negedge rstn_i)
    begin
        if (rstn_i == 1'b0)
        begin
            baud_cnt <= 'h0;
            bit_done <= 1'b0;
        end
        else
        begin
            if(baudgen_en)
            begin
                if(!start_bit && (baud_cnt == cfg_div_i))
                begin
                    baud_cnt <= 'h0;
                    bit_done <= 1'b1;
                end
                else if(start_bit && (baud_cnt == {1'b0,cfg_div_i[15:1]}))
                begin
                    baud_cnt <= 'h0;
                    bit_done <= 1'b1;
                end
                else
                begin
                    baud_cnt <= baud_cnt + 1;
                    bit_done <= 1'b0;
                end
            end
            else
            begin
                baud_cnt <= 'h0;
                bit_done <= 1'b0;
            end
        end
    end
    assign rx_data_o = reg_data;
endmodule
module uart_rx_sb_ctrl(
  input  logic        clk_i,
  input  logic        rst_i,
  input  logic [31:0] addr_i,
  input  logic        req_i,
  input  logic [31:0] write_data_i,
  input  logic        write_enable_i,
  output logic [31:0] read_data_o,
  output logic        interrupt_request_o,
  input  logic        interrupt_return_i,
  input logic         rx_i
    );
    logic        busy;
    logic [16:0] baudrate;
    logic        parity_en;
    logic        stopbit;
    logic [ 7:0] data;
    logic        valid;
    logic        rst_valid;
    logic        rst;
    logic        busy_o;
    logic        write_req;
    logic        read_req;
    logic        is_rst_addr;
    logic        busy_read;
    logic        rx_valid;
    logic [ 7:0] rx_data;
    uart_rx rx_inst(
        .clk_i(clk_i),
        .rst_i(rst),
        .rx_i(rx_i),
        .busy_o(busy_o),
        .baudrate_i(baudrate),
        .parity_en_i(parity_en),
        .stopbit_i(stopbit),
        .rx_data_o(rx_data),
        .rx_valid_o(rx_valid)
    );
    assign write_req = req_i & write_enable_i;
    assign read_req = ~write_enable_i & req_i;
    assign rst = rst_i | (write_req & addr_i == 32'h24 & rst_valid);
    always_ff @(posedge clk_i) begin
    if (rst) begin
            baudrate <= 32'h9600;
            parity_en <= 1'h1;
            stopbit <= 1'h1;
        end
    else begin
        if (~busy & write_req) begin
        case (addr_i) 
          32'h0c: baudrate <= write_data_i[16:0];
          32'h10: parity_en <= write_data_i[0];
          32'h14: stopbit <= write_data_i[0]; 
        endcase
        end
    end      
    end
   always_ff @(posedge clk_i) begin
      if (read_req) begin
      case (addr_i)
          32'h00: read_data_o <= data;
          32'h04: read_data_o <= valid;
          32'h08: read_data_o <= busy;
          32'h0C: read_data_o <= baudrate;
          32'h10: read_data_o <= parity_en;
          32'h14: read_data_o <= stopbit;
         default: read_data_o <= read_data_o;
      endcase
      end
      else read_data_o <= 0;
    end
    always_comb begin
     if (write_data_i == 32'd1 & write_req) rst_valid = 1;
     else rst_valid = 0;
    end
   always_ff @(posedge clk_i)
    begin
      if (rst)
        begin
            busy <= 1'b0;
        end
      else begin
        busy <= busy_o;
      end
    end
    always_ff @(posedge clk_i)
    begin
      if (rx_valid) data <= rx_data;
      else if (~rst & ~busy & write_req & addr_i == 32'h00 )
         data <= write_data_i[7:0];
      else if (rst)
         data <= 0;
    end
    always_ff @(posedge clk_i) begin
      if (interrupt_return_i | (addr_i == 32'h00 & read_req) | rst) begin
          valid <= 0;
      end
       else if (rx_valid) begin
          valid <= 1;
       end
    end
    assign interrupt_request_o = valid;
endmodule
[flow/run.sh]
#!/bin/bash
# OpenROAD 26Q1-2900-gdf79404cd8, Yosys 0.63+post, stock flow scripts
make -C /OpenROAD-flow-scripts/flow DESIGN_CONFIG=/design/flow/config.mk WORK_HOME=/design/flow/orfs finish
[flow/config.mk]
export PLATFORM = sky130hd
export DESIGN_NAME = uart_rx_sb_ctrl
export DESIGN_NICKNAME = uart_rx_sb_ctrl
export VERILOG_FILES = /design/flow/design.v
export SDC_FILE = /design/flow/constraint.sdc
export NUM_CORES = 4
export LEC_CHECK = 1
export CORE_UTILIZATION = 30
[flow/constraint.sdc]
current_design uart_rx_sb_ctrl

set clk_period 3.4
set clk_io_pct 0.2

create_clock -name clk0 -period $clk_period [get_ports {clk_i}]

set non_clock_inputs [all_inputs -no_clocks]
set_input_delay [expr $clk_period * $clk_io_pct] -clock clk0 $non_clock_inputs
set_output_delay [expr $clk_period * $clk_io_pct] -clock clk0 [all_outputs]
==> GITHUB_STEP_SUMMARY <==
### Yosys + OpenROAD results

| Metric | Value |
|---|---|
| Status | `finished clean` |
| Critical Path Start | `addr_i[26]` |
| Pre-CTS setup slack | `239 ps` |
| Metal3 WL | `497 um` |
| Global placement routability congestion | `0.876` |
| Worst reg2reg path depth | `7` |
| Synth cell types | `63` |
| CTS buffer count | `9` |
| Sw frac | `0.276` |
| Most used DFF post-synth | `dfxtp_1` |
| Hold_buf cts | `0` |
| RSZ-0062 raised after global routing | `no` |
| Register share of total power | `0.465` |
| Post-DP HPWL | `8210 um` |
| Top sig layer | `met4` |
| H-tree lvl count | `3` |
| Vias in the first global route | `3515` |
| Slew headroom | `0.418` |
| Area grow syn2layout | `29.3%` |
| Post-synthesis area per instance | `9.12 sq um` |
| Final wirelength | `10800 um` |
| Ratio of cells with drive above 1 in the final layout | `0.120` |
| Ys flops | `80` |
| FP Rows | `43` |
| Critical Path Start Type | `primary input` |
| Fin. Hold Viols | `0` |
| Reg-to-reg slack, setup | `830 ps` |
| Clk sinks | `80` |
| Crit path DRT | `3610 ps` |
| Congestion Overflow GR | `0` |
| Final min period | `2860 ps` |
| Number of cells in Yosys stat | `469` |
| Top cells by area, synth | `dfxtp_1, dfrtp_1, dfstp_2` |
| Total track usage | `0.156` |
| Clk ins delay skew pair | `340 ps` |
| Slew at the pin closest to its max-slew limit | `866 ps` |
| Wirelength per Cell | `14.9 um` |
| Clk network pwr share | `0.389` |
| Post-layout period usage | `0.841` |
| HP Class | `register to register` |
| Setup crit end | `data[1]$_DFFE_PP_` |
| Area share, top type | `0.178` |
| YS warnings | `2` |
| Vias per inst | `5.08` |
| Die area | `14700 sq um` |
| Worst Path Arrival | `3070 ps` |
| PortBufs | `87` |
| Synth Instances | `469` |
| Setup bufs post-CTS | `0` |
| Largest net degree at the start of global routing | `35` |
| Clock Skew | `6.94 ps` |
| HP Start | `rx_inst.reg_rx_sync[0]$_DFF_PP1_` |
| Placeable Area | `13900 sq um` |
| CP Max Fanout | `8` |
| Via count | `3695` |
| Maximum vdd drop | `0.260 mV` |
| IO Pins | `103` |
| DIE WIDTH | `121 um` |
| Initial antenna violation count | `0` |
| Core utilization before placement | `0.308` |
| CP endpoint kind | `register` |
| Fmax | `350 MHz` |
| Sw power | `0.654 mW` |
| Sequential element share of the synthesized area | `0.436` |
| CTS Root Cell | `clkbuf_16` |
| Tool Warnings | `25` |
| Total negative slack | `0 ps` |
| Setup CP Type | `primary input to register` |
| Pwr dens | `428 nW/um^2` |
| Util after Layout | `0.399` |
| P_leak | `2.09 nW` |
| Met2 WL | `5070 um` |
| Most instantiated logic cells after routing | `clkdlybuf4s50_1, nand2_1, dfxtp_1` |
| Diodes inserted | `0` |
| CTS resizes | `0` |
| Max Slew Vio Count | `0` |
| CTS tree | `done` |
| Ys async rst share | `0.425` |
| Mapped cell area | `4280 sq um` |
| Final worst setup slack | `540 ps` |
| # DRC | `0` |
| Synth area leader | `dfxtp_1` |
| Gate power share | `0.146` |
| Most numerous logic cell after layout | `clkdlybuf4s50_1` |
| P_int | `1.71 mW` |
| Max Cap Viol | `0` |
| Final ANT Viol Nets | `0` |
| Worst-path clk slew | `60 ps` |
| M1 WL | `5100 um` |
| Die height | `121 um` |
| Final Setup Violations | `0` |
| Detailed Route Iter0 Violations | `209` |
| CTS max path bufs | `2` |
| Post-synth area from yosys stat | `4280 sq um` |
| Reg2Reg Capture Point | `rx_inst.bit_done$_DFF_PP0_` |
| DRT Pass-1 Iters | `4` |
| First-pass GRT wire length | `17800 um` |
| Reg-to-Reg Start | `baudrate[15]$_SDFFE_PP1P_` |
| EDFF count, synth | `8` |
==> Yosys cell counts, types with 4 or more instances <==
cell type,n
nand2b_1,4
buf_4,15
nor3_1,11
mux2_2,12
a22o_1,8
edfxtp_1,8
xnor2_1,10
a22oi_1,9
clkbuf_1,19
xor2_1,8
dfxtp_1,38
and3_1,4
a221oi_1,8
nand3_1,36
a21oi_1,22
nand2_1,47
dfstp_2,11
nand4_1,11
dfrtp_1,23
o21ai_0,15
inv_1,15
nor2_1,35
nor4_1,17
nor3_2,10
buf_2,6
nor2b_1,5
==> worst min-delay path by stage <==
stage	end	slack (ps)	cells past startpoint
CTS	rx_inst.reg_rx_sync[1]$_DFF_PP1_	360	0
global route	rx_inst.reg_rx_sync[1]$_DFF_PP1_	360	0
finish	rx_inst.reg_rx_sync[1]$_DFF_PP1_	360	0
==> flip-flops by register name (all words and copies together) (netlist names), 3 cells and up <==
name,cells
baudrate,17
rx_inst.reg_rx_sync,3
read_data_o,17
rx_inst.reg_data,8
data,8
rx_inst.reg_bit_count,3
rx_inst.baud_cnt,16
rx_inst.CS,3
==> metrics by stage <==
stage | total power, mW | instances | hold slack (ps) | area (sq um)
after global placement | 1.46 | 712 | 347 | 5250
after global routing | 2.48 | 728 | 358 | 5530
final | 2.37 | 728 | 356 | 5530
after floorplan | 1.33 | 483 | 345 | 4330
after detailed placement | 1.47 | 712 | 348 | 5250
after CTS | 2.40 | 728 | 357 | 5530
==> area by class of cell <==
class,count,area (sq um)
multi-input cells,344,2170
well taps,180,225
fillers,1363,8350
clock buffers,10,239
repair buffers,93,928
flip-flops and latches,80,1870
inverters,15,56.3
clock inverters,6,46.3
==> logic make-up after synthesis <==
| family | after synthesis | synth area share |
|---|---|---|
| mux | 15 | 0.0386 |
| compound gates | 89 | 0.143 |
| other cells | 1 | 0.000877 |
| xor+xnor | 18 | 0.0369 |
| flops | 80 | 0.436 |
| simple gates | 204 | 0.267 |
| buf+inv | 59 | 0.0685 |
| fa+ha+maj | 3 | 0.00878 |
==> worst max-delay path, stage by stage <==
cell             delay [ps]
clkdlybuf4s50_1         420
nor4_1                  280
nand4_1                 190
nor3_1                  360
nand3_1                 150
nor3_1                  740
a22o_1                  240
==> routing by layer <==
| layer | up-vias | GRT usage |
|---|---|---|
| met5 | - | 0 |
| met4 | 0 | 0.0216 |
| met3 | 13 | 0.0278 |
| met2 | 92 | 0.252 |
| met1 | 1760 | 0.229 |
| li1 | 1830 | - |
==> power groups by stage <==
stage	Combinational (mW)	Sequential, mW	Clock, mW
4_1_cts	0.350	1.10	0.949
5_1_grt	0.389	1.11	0.984
6_report	0.346	1.10	0.920
No activity file was given, so power comes from the tool's default toggle rates.
